===== /design/flow/run.sh =====
#!/bin/bash
# OpenROAD 26Q1-2900-gdf79404cd8, Yosys 0.63+post, stock flow scripts
make -C /OpenROAD-flow-scripts/flow DESIGN_CONFIG=/design/flow/config.mk WORK_HOME=/design/flow/orfs finish

===== /design/flow/config.mk =====
export PLATFORM = sky130hd
export DESIGN_NAME = SPI_Wrapper
export DESIGN_NICKNAME = SPI_Wrapper
export VERILOG_FILES = /design/flow/design.v
export SDC_FILE = /design/flow/constraint.sdc
export NUM_CORES = 4
export LEC_CHECK = 1
export CORE_UTILIZATION = 40

===== /design/flow/constraint.sdc =====
current_design SPI_Wrapper

set clk_period 26.1
set clk_io_pct 0.2

create_clock -name clk0 -period $clk_period [get_ports {clk}]

set non_clock_inputs [all_inputs -no_clocks]
set_input_delay [expr $clk_period * $clk_io_pct] -clock clk0 $non_clock_inputs
set_output_delay [expr $clk_period * $clk_io_pct] -clock clk0 [all_outputs]

===== /design/flow/design.v =====
module SPI_Wrapper(clk, rst_n,MOSI, SS_n,MISO);
input clk,rst_n,MOSI,SS_n;
output MISO;
wire [9:0] rx_data;
wire rx_valid,tx_valid;
wire [7:0] tx_data;
SPI SPI_BLOCK(.MOSI(MOSI),.MISO(MISO),.SS_n(SS_n),.clk(clk),.rst_n(rst_n),.tx_data(tx_data),.tx_valid(tx_valid),.rx_data(rx_data),.rx_valid(rx_valid));
RAM RAM_BLOCK(.din(rx_data),.rx_valid(rx_valid),.clk(clk),.rst_n(rst_n),.dout(tx_data),.tx_valid(tx_valid));
endmodule
module RAM (clk,rst_n,din,rx_valid,dout,tx_valid);
parameter MEM_DEPTH = 256;
parameter ADDR_SIZE = 8;
input clk, rst_n;
input [ADDR_SIZE+1:0] din;
input rx_valid;
output reg [ADDR_SIZE-1:0]dout;
output reg tx_valid;
reg [ADDR_SIZE-1:0]write_addr,read_addr;
reg [ADDR_SIZE-1:0] mem [MEM_DEPTH-1:0];
    always @(posedge clk) begin
        if (~rst_n) begin
            dout <= 0;
            tx_valid <= 0;
        end else if (rx_valid) begin
            if (din[ADDR_SIZE+1:ADDR_SIZE] == 2'b00) begin
                write_addr <= din[ADDR_SIZE-1:0];
                tx_valid <= 0;
            end else if (din[ADDR_SIZE+1:ADDR_SIZE]==2'b01) begin
                mem[write_addr] <= din[ADDR_SIZE-1:0];
                tx_valid <= 0;
            end else if (din[ADDR_SIZE+1:ADDR_SIZE]==2'b10) begin
                read_addr <= din[ADDR_SIZE-1:0];
                tx_valid <= 0;
            end else if (din[ADDR_SIZE+1:ADDR_SIZE]==2'b11) begin
                dout <= mem[read_addr];
                tx_valid <= 1;
            end
        end 
    end
endmodule
module SPI(MOSI,MISO,SS_n,clk,rst_n,tx_data,tx_valid,rx_data,rx_valid);
parameter IDLE=3'b000;
parameter CHK_CMD=3'b001;
parameter WRITE=3'b010;
parameter READ_ADD =3'b011;
parameter READ_DATA=3'b100;
input MOSI;
input  [7:0] tx_data;
input SS_n,clk,rst_n,tx_valid;
output reg MISO;
output reg rx_valid;
output reg [9:0] rx_data;
reg[3:0] counter,i; 
(*fsm_encoding="gray"*)
reg [2:0] cs, ns;
reg read_flag;
always @ (*) begin
  case (cs)
    IDLE:
       if(!SS_n)
       ns=CHK_CMD;
       else 
       ns=IDLE;
    CHK_CMD:
          if(SS_n==0 && MOSI==0)
          ns=WRITE;
          else if(SS_n==0 && MOSI==1 &&read_flag==0 ) 
          ns=READ_ADD;
          else if(SS_n==0 && MOSI==1 &&read_flag==1) 
          ns=READ_DATA;
          else
          ns=IDLE;
    WRITE:          
            if(SS_n)
            ns=IDLE;
            else
            ns=WRITE;
    READ_ADD:
            if(SS_n) 
            ns=IDLE;
            else 
            ns=READ_ADD;
    READ_DATA:
              if(SS_n)
              ns=IDLE;
              else
              ns=READ_DATA;
    default :
              ns=IDLE;
    endcase                
end
always @(posedge clk) begin
  if(~rst_n) begin
  cs<=IDLE;
  read_flag<=0;
  end
   else begin
    cs<=ns;
    if(ns==READ_ADD)
    read_flag<=1;
    else if(ns==READ_DATA)
    read_flag<=0;
  end
end
always @ (posedge clk) begin
  case (cs)
  IDLE:{i,counter,rx_data,rx_valid,MISO}<=0;
    CHK_CMD:
         {i,counter,rx_data,rx_valid,MISO}<=0;
  WRITE:begin 
             rx_data<={rx_data[8:0],MOSI};
             if(counter==9) begin
             rx_valid<=1;
             counter<=0;
             end
             else
             rx_valid<=0;
             MISO<=0; 
             counter<=counter+1;
        end
    READ_ADD:begin
             rx_data<={rx_data[8:0],MOSI};
             if(counter==9) begin
             rx_valid<=1;
             counter<=0;
             end
             else begin
             rx_valid<=0;
             MISO<=0;
             counter<=counter+1;
             end
           end      
    READ_DATA:
             begin
              rx_data<={rx_data[8:0],MOSI}; 
              if(counter==9) begin
              rx_valid<=1;
              counter<=0;
              end
              else begin
              rx_valid<=0;
              counter<=counter+1;
              end
              if(tx_valid)begin
              MISO<=tx_data[7-i];
              if(i==7) 
              i<=0;
             else
              i<=i+1;
              end
              else 
              MISO<=0;
            end  
    default :{rx_data,rx_valid,MISO}<=0;
    endcase
end
endmodule

==> highlights.md <==
### Run status
* **outcome** complete, no violations

### Timing
* **final setup violation count** 0
* **sum of negative setup slack** 0 ps
* **headroom to the max-slew limit** 0.360
* **final worst-path cycle share** 0.308
* **final tally of hold violations** 0
* **final setup slack of the worst path** 18070 ps
* **Worst Tran Pin Value** 950 ps
* **clk_skew** 53.8 ps
* **unrepaired setup endpoints after global routing** no
* **Hold Slack** 467 ps
* **Slew Viols, Final** 0
* **minimum clock period after layout** 8030 ps
* **Max Freq** 0.125 GHz

### Worst setup path
* **type of element capturing the critical path** register
* **delay of the slowest cell on the worst path** 730 ps
* **Buf+Inv Stages, Crit Path** 2
* **most used cell, CP** nand2_1
* **Critical-path top delay cell** clkdlybuf4s50_1
* **critical path, cell by cell** clkdlybuf4s50_1 > nand2_1 > nor3b_1 > nand2_1 > nor2_1 > nand2_1 > buf_4 > nor2_1
* **data required time at the worst endpoint** 26550 ps
* **critical path startpoint category** primary input
* **cell family with the largest share of critical-path delay** simple AND/OR/NAND/NOR gates
* **biggest fanout along the worst timing path** 9
* **arrival time of data at the critical path endpoint** 8480 ps
* **kind of critical path** primary input to register

### Synth
* **count of synthesis-stage warnings from yosys** 3
* **Synth Cell Area** 0.0819 mm²
* **number of instances in the synthesized netlist** 3934
* **share of synthesized registers carrying an async set or reset** 0
* **distinct lib cells** 71
* **synthesized flop and latch total** 2099
* **sequential-to-total area share from yosys stat** 0.767
* **Avg Inst Size Synth** 20.8 µm²
* **prevailing post-synth register cell** edfxtp_1
* **yosys cell count** 3934
* **count of flip-flops with a built-in enable after synthesis** 2073
* **summed standard-cell area reported by yosys** 0.0819 mm²

### Global route
* **initial antenna violation count** 2
* **total congestion overflow** 0
* **GRT Resource Usage Total** 0.237
* **vias in the first global route** 45100
* **met3 track utilization from global routing** 0.186
* **met1 Usage GRT** 0.282
* **pin count of the biggest net entering global routing** 111
* **first-pass GRT wire length** 316 mm
* **most utilized layer in the global route result** met2
* **met2 capacity usage during global routing** 0.342

### Routing
* **total wire length** 218 mm
* **via count** 40200
* **violation tally from detailed-route iteration zero** 3135
* **post-DR wirelength/cell** 31.6 µm
* **number of iterations in the first detailed-routing pass** 7
* **number of nets with antenna violations after detailed routing** 0
* **drc violations** 0
* **detailed-route vias per instance** 5.83

### Placement
* **final estimated routing congestion in global placement** 0.963
* **Placed Instance Area** 0.0849 mm²
* **hpwl dp** 136 mm
* **number of port buffers** 4
* **Worst Setup Slack post-DPL** 17270 ps

### Floorplanning
* **Cell Rows** 165
* **Die Ht** 454 µm
* **Core Region** 0.203 mm²
* **Floorplan Utilization** 0.404
* **die outline width** 454 µm
* **I/O Pins** 5
* **full die area** 0.206 mm²

### Clock network
* **CTS tree** done
* **root buf cell** clkbuf_16
* **maximum root-to-sink buffer count** 3
* **clock-pin slew of the registers on the worst-case setup and hold paths** 60 ps
* **insertion delay of the later-clocked pin in the worst-skew pair** 830 ps
* **clock buffers created by TritonCTS** 202
* **number of clock sinks** 2099
* **Clock H-tree levels** 4
* **cell resize tally after clock tree synthesis** 0
* **count of hold-fix buffers inserted at cts** 0
* **buffers inserted during post-CTS setup optimization** 0

### Power
* **internal power contribution** 5.32 mW
* **IR Drop Worst-Case VDD** 0.0000612 V
* **sequential cell fraction of total power** 0.555
* **proportion of power drawn by the clock network** 0.444
* **combinational share of power** 0.001
* **reported leakage power** 24.8 nW
* **switch share** 0.192
* **Design Power** 6.58 mW
* **total power divided by cell area** 71.9 mW/mm²
* **net switching power** 1.27 mW

### Layout
* **Layout Area Growth over Synthesis** 11.9%
* **most common library cell in the layout ignoring fill and taps** edfxtp_1
* **layout cell share with drive strength beyond 1** 0.203
* **highest-count cells in the layout ignoring fill and taps** edfxtp_1 (2073), mux4_2 (396), nor2_1 (317), mux2i_1 (218), clkbuf_16 (202)
* **post-route standard cell area excluding fillers** 0.0916 mm²

### Min path
* **min-delay worst type** register to register

### Flow run
* **max-capacitance violation count** 0
* **number of warnings in the stage logs** 33

worst paths after layout:
check	slack, ps	startpoint	cells past startpoint	endpoint
worst min-delay path	470	RAM_BLOCK.dout[3]	1	RAM_BLOCK.dout[3]
worst min register to register	470	RAM_BLOCK.dout[3]	1	RAM_BLOCK.dout[3]
worst max-delay path	18070	rst_n	8	RAM_BLOCK.mem[58][2]
worst max register to register	20990	RAM_BLOCK.read_addr[0]	11	RAM_BLOCK.dout[6]
stage by stage:
step	std cells	utilization
after floorplan	3934	-
final	6907	0.452
after global routing	6905	0.452
after detailed placement	6529	0.419
after CTS	6905	0.452
after global placement	6529	0.419
power groups by stage:
stage     registers [mW]  clock network [mW]  logic [mW]
4_1_cts             3.65                2.97     0.00849
5_1_grt             3.65                3.10     0.00905
6_report            3.65                2.92     0.00833
registers in the layout (all words and copies together) (netlist names), 4 cells and up:
| name | flops |
|---|---|
| SPI_BLOCK.counter | 4 |
| RAM_BLOCK.mem | 2048 |
| SPI_BLOCK.cs | 5 |
| RAM_BLOCK.dout | 8 |
| RAM_BLOCK.read_addr | 8 |
| SPI_BLOCK.i | 4 |
| RAM_BLOCK.write_addr | 8 |
| SPI_BLOCK.rx_data | 10 |
Yosys cell counts, types with 6 or more instances:
cell type	count	area, µm²
nor3_1	32	160
buf_6	34	383
buf_4	19	143
o21ai_0	31	155
buf_12	12	240
a2111oi_0	17	149
a22oi_1	37	278
a32oi_1	6	52.6
nand3b_1	6	45.0
a21oi_1	48	240
nand2_1	112	420
o22ai_1	74	463
nor2b_1	21	131
a31oi_1	17	106
edfxtp_1	2073	62200
nand4_1	7	43.8
or4_1	7	52.6
o211ai_1	6	45.0
mux4_2	396	8920
dfxtp_1	26	521
o221ai_1	40	350
inv_1	6	22.5
a211oi_1	26	195
nand3_1	35	175
buf_8	17	255
buf_1	8	30.0
buf_2	54	270
and2_1	14	87.6
mux2i_1	218	2180
nor2_1	318	1190
clkbuf_1	79	297
a22o_1	7	61.3
mux4_1	47	1230
nor4_1	11	68.8
metal layers:
layer / vias to the layer above / wire length [µm]
met5: - / 562
met4: 19 / 7660
met3: 386 / 38300
met2: 3002 / 101000
met1: 20100 / 70400
li1: 16700 / -
kinds of logic after synthesis:
| family | share of synthesized area |
|---|---|
| xor+xnor | 0.000321 |
| buf+inv | 0.0206 |
| compound gates | 0.0294 |
| simple gates | 0.0311 |
| mux | 0.151 |
| flops | 0.767 |
| fa+ha+maj | 0.000459 |
layout make-up:
type | count | area (µm²)
Clock inverter | 145 | 1520
Timing Repair Buffer | 150 | 1270
Antenna cell | 2 | 5.00
Inverter | 7 | 31.3
Clock buffer | 231 | 5160
Sequential cell | 2099 | 62800
Multi-Input combinational cell | 1601 | 17400
Tap cell | 2672 | 3340
Fill cell | 16700 | 111000
Power and IR drop assume default switching activity.
